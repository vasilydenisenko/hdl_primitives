<file path="/design/flow/config.mk">
export PLATFORM = sky130hd
export DESIGN_NAME = counter_up_dw_ld
export DESIGN_NICKNAME = counter_up_dw_ld
export VERILOG_FILES = /design/flow/design.v
export SDC_FILE = /design/flow/constraint.sdc
export NUM_CORES = 4
export LEC_CHECK = 1
export CORE_AREA = 10 10 70 70
export DIE_AREA = 0 0 80 80
</file>
<file path="/design/flow/constraint.sdc">
current_design counter_up_dw_ld

set clk_period 1.9
set clk_io_pct 0.2

create_clock -name clk0 -period $clk_period [get_ports {clk}]

set non_clock_inputs [all_inputs -no_clocks]
set_input_delay [expr $clk_period * $clk_io_pct] -clock clk0 $non_clock_inputs
set_output_delay [expr $clk_period * $clk_io_pct] -clock clk0 [all_outputs]
</file>
<file path="/design/flow/design.v">
module counter_up_dw_ld
#(
	parameter DWIDTH = 4,
	parameter DEFAULT_COUNT = 5
)
(
	input  logic 					clk,
	input  logic 					rst,
	input  logic 					cntrl__up_dwn,
	input  logic 					cntrl__load,
	input  logic 					cntrl__ena,
	input  logic [DWIDTH - 1 : 0] 	cntrl__data_in,
	output logic [DWIDTH - 1 : 0] 	count
);
	always_ff @ (posedge clk or posedge rst) begin
		if (rst)
				count <= DEFAULT_COUNT[DWIDTH - 1 : 0];
		else if (cntrl__load)
				count <= cntrl__data_in;
		else if (cntrl__ena) begin
			if (cntrl__up_dwn)
				count <= count + 1'd1;
			else
				count <= count - 1'd1;
		end
		else
				count <= count;			
	end
endmodule
</file>
<file path="/design/flow/run.sh">
#!/bin/bash
# OpenROAD 26Q1-2900-gdf79404cd8, Yosys 0.63+post, stock flow scripts
make -C /OpenROAD-flow-scripts/flow DESIGN_CONFIG=/design/flow/config.mk WORK_HOME=/design/flow/orfs finish
</file>
==> flow_summary.yaml <==
# flow metrics
die:
  core_area_mm2: 0.00342
  rows: 21
  die_h_um: 80
  chipArea_mm2: 0.00640
  pin_count: 13
  core_util_floorplan_pct: 9.30
  die_w_um: 80
power:
  intPower_uw: 255
  leakage_uw: 0.000223
  p_clk_share_pct: 29.4
  vdd_drop_max_mv: 0.278
  swShare_pct: 27.5
  switchingPower_uw: 96.8
  combPwrFrac_pct: 35.8
  seqPwrFrac_pct: 34.8
  cellPowerDensity_mw_per_mm2: 646
yosys:
  yosysTopAreaCellShare_pct: 16.5
  ys_seq_share_pct: 32.3
  yosys.area.top_type: "dfstp_2"
  yosys_area_um2: 318
  yosys_cells: 33
  ys_types: 23
  avgSynthCellArea_um2: 9.63
  synth_area_um2: 318
  yosys_warnings: 1
  synthCells: 33
  synth.top_cells.by_area: "dfstp_2, dfrtp_1, ha_1"
  ys.flops: 4
routing:
  wl_met2_um: 333
  drcViolationCount: 0
  wl_um: 910
  drtAntennaViolNets: 0
  wl_met3_um: 70
  diodes: 0
  via_per_inst: 3.08
  vias: 299
  drt-met1-wl_um: 506
  first_iter_violations: 18
  dr.pass1.iters: 4
  highest_layer: "met3"
  wl_per_cell_um: 9.38
grt:
  grt_pass1_vias: 328
  grt_pass1_wl_um: 1500
  track_usage_pct: 2.95
  grt_max_degree: 12
  grt-ovfl-total: 0
  antenna_found_initial: 0
final_layout:
  largest_reg_flops: 4
  layout_top_cell: "clkdlybuf4s50_1"
  area_growth_pct: 71.3
  drive_gt1_share_pct: 19.6
  final_cell_mix: "clkdlybuf4s50_1, buf_4, nand2_1, o21ai_0, clkbuf_4"
  reg.largest.list: "count: 4 flops"
  num-fill-cells: 402
  top_register: "count"
clock_network:
  cts_buffers: 3
  cts.hold.buffers_added: 0
  root_buffer: "clkbuf_4"
  clk_latency_ps: 230
  cts_setup_buffers: 0
  htree_levels: 1
  cts.sinks: 4
  cts_resized: 0
  cts.clk_slew.worst_paths_ps: 40
  cts_buffer_depth: 2
  cts_tree: "yes"
timing:
  finalSetupViolations: 0
  final_max_slew_viol_count: 0
  max-slew-margin-rel_pct: 83.0
  tightest_slew_ps: 251
  rsz0062_at_grt: "false"
  fmax_mhz: 579
  setup_tns_ps: 0
  fin_ws_ps: 172
  hold_violations: 0
  fin_crit_sh_pct: 90.9
  period_needed_ps: 1730
  finClkSkew_ps: 6.68
worst_setup_path:
  critPathKind: "in2reg"
  cp-start-kind: "input pin"
  worstPathArrival_ps: 1870
  cp_max_fo: 4
  critPathRequiredTime_ps: 2050
  endpoint_kind: "flip-flop"
hold_path:
  hold_path_class: "in2async"
outcome:
  run_status: "finished, final reports clean"
place:
  post-dp-hpwl_um: 791
  io_buffer_count: 12
  dpl_worst_slack_ps: -59.4
  gp_congestion: 0.889
job:
  max_cap_violations: 0
  warnings: 25
[per-layer routing]
metal | vias up | GRT usage (%)
met5 | - | 0
met4 | 0 | 0.528
met3 | 0 | 1.36
met2 | 11 | 3.85
met1 | 131 | 4.30
li1 | 157 | -
[synthesized netlist by cell type]
cell and number:
buf_4 1, fa_1 1, a22oi_1 1, clkbuf_1 1, xor2_1 1, dfstp_2 2
a221o_1 1, a21o_1 1, nand3b_1 1, or4b_1 1, nor3b_1 1, mux2i_1 2
inv_1 2, o2bb2ai_1 1, xnor2_1 1, o21ai_0 3, nand2_1 3, nor4bb_1 1
dfrtp_1 2, nor2_1 1, ha_1 2, nand3_1 2, a21oi_1 1
[through the flow]
step / total power [µW] / cell area (µm²) / std cells / hold WS [ps] / utilization (%)
2_1_floorplan: 181 / 318 / 33 / 145 / -
3_3_place_gp: 247 / 522 / 94 / 579 / 15.3
3_5_place_dp: 251 / 522 / 94 / 578 / 15.3
4_1_cts: 360 / 544 / 97 / 326 / 15.9
5_1_grt: 386 / 544 / 97 / 328 / 15.9
6_report: 352 / 544 / 97 / 331 / 15.9
[logic make-up after synthesis]
logic type / count (synthesis) / synth area share (%)
adders and majority gates: 3 / 14.2
DFF: 4 / 32.3
muxes: 2 / 6.30
AOI/OAI and AO/OA: 8 / 16.9
and+or+nand+nor: 10 / 18.9
xor gates and xnor gates: 2 / 5.51
buffers and inverters: 4 / 5.91
[cell type report]
cell class / instances / area, µm² / share of cell area [%]
Timing Repair Buffer: 17 / 158 / 29.0
Inverter: 2 / 7.51 / 1.38
Sequential cell: 4 / 103 / 18.9
Multi-Input combinational cell: 25 / 196 / 36.1
Tap cell: 46 / 57.6 / 10.6
Clock buffer: 3 / 22.5 / 4.14
[power groups by stage]
stage / sequential (µW) / combinational [µW] / clock [µW]
5_1_grt: 126 / 144 / 116
4_1_cts: 123 / 128 / 109
6_report: 123 / 126 / 103
[path summary, 6_finish.rpt]
path	start	end	slack, ps	cells past startpoint
worst max-delay path	cntrl__up_dwn	count[2]	170	7
worst min-delay path	rst	count[3]	330	2
worst max register to register	count[0]	count[1]	510	3
worst min register to register	count[3]	count[3]	610	2
max in group asynchronous	rst	count[2]	1330	2
min in group clk0	count[3]	count[3]	610	2
[critical path: stages]
cell             delay [ps]
clkdlybuf4s50_1         490
inv_1                    90
buf_4                   140
ha_1                    350
xor2_1                  180
mux2i_1                 150
o21ai_0                 100
Power figures rest on the tool's default switching activity, not on a simulated workload.
