[design/flow/config.mk]
export PLATFORM = sky130hd
export DESIGN_NAME = jtag_tap_fsm
export DESIGN_NICKNAME = jtag_tap_fsm
export VERILOG_FILES = /design/flow/design.v
export SDC_FILE = /design/flow/constraint.sdc
export NUM_CORES = 4
export LEC_CHECK = 1
export CORE_AREA = 10 10 77 77
export DIE_AREA = 0 0 87 87
[design/flow/constraint.sdc]
current_design jtag_tap_fsm

set clk_period 2.0
set clk_io_pct 0.2

create_clock -name clk0 -period $clk_period [get_ports {TCK}]

set non_clock_inputs [all_inputs -no_clocks]
set_input_delay [expr $clk_period * $clk_io_pct] -clock clk0 $non_clock_inputs
set_output_delay [expr $clk_period * $clk_io_pct] -clock clk0 [all_outputs]
[design/flow/design.v]
module dff_ar
#(
	parameter DWIDTH = 2,
	parameter POR_VALUE = 1
)
(
	input  logic 					clk,
	input  logic 					rst,
	input  logic [DWIDTH - 1 : 0] 	in,
	input  logic 					ena,
	output logic [DWIDTH - 1 : 0] 	out
);
	logic [DWIDTH - 1 : 0] register;
	always_ff @ (posedge clk or posedge rst) begin
		if (rst)
			register <= POR_VALUE[DWIDTH - 1 : 0];
		else if (ena)
			register <= in;
		else
			register <= register;
	end
	assign out = register;
endmodule
module jtag_tap_fsm
(
	input  logic TRST,
	input  logic TCK,
	input  logic TMS,
	output logic state_TLR,
	output logic state_RTI,
	output logic state_SDRS,
	output logic state_SIRS,
	output logic state_CDR,
	output logic state_CIR,
	output logic state_SDR,
	output logic state_SIR,
	output logic state_E1DR,
	output logic state_E1IR,
	output logic state_PDR,
	output logic state_PIR,
	output logic state_E2DR,
	output logic state_E2IR,
	output logic state_UDR,
	output logic state_UIR
);
	enum logic [3 : 0] {
		TLR = 4'd0,
		RTI = 4'd1,
		SDRS = 4'd2,
		SIRS = 4'd3,
		CDR = 4'd4,
		CIR = 4'd5,
		SDR = 4'd6,
		SIR = 4'd7,
		E1DR = 4'd8,
		E1IR = 4'd9,
		PDR = 4'd10,
		PIR = 4'd11,
		E2DR = 4'd12,
		E2IR = 4'd13,
		UDR = 4'd14,
		UIR = 4'd15
	} cstate, nstate;
	dff_ar
	#(
		.DWIDTH 	(4),
		.POR_VALUE 	(TLR)
	)
		state_register_inst
	(
		.clk		(TCK),
		.rst		(TRST),
		.in			(nstate),	 
		.ena		(1'b1),	 
		.out		(cstate)	 
	);
	always_comb begin
		case (cstate)
			TLR:		nstate = TMS ? TLR : RTI;
			RTI:		nstate = TMS ? SDRS : RTI;
			SDRS:		nstate = TMS ? SIRS : CDR;
			SIRS:		nstate = TMS ? TLR : CIR;
			CDR:		nstate = TMS ? E1DR : SDR;
			CIR:		nstate = TMS ? E1IR : SIR;
			SDR:		nstate = TMS ? E1DR : SDR;
			SIR:		nstate = TMS ? E1IR : SIR;
			E1DR:		nstate = TMS ? UDR : PDR;
			E1IR:		nstate = TMS ? UIR : PIR;
			PDR:		nstate = TMS ? E2DR : PDR;
			PIR:		nstate = TMS ? E2IR : PIR;
			E2DR:		nstate = TMS ? UDR : SDR;
			E2IR:		nstate = TMS ? UIR : SIR;
			UDR:		nstate = TMS ? SDRS : RTI;
			UIR:		nstate = TMS ? SDRS : RTI;
			default:	nstate = TLR;
		endcase
	end
	assign state_TLR = (cstate == TLR);
	assign state_RTI = (cstate == RTI);
	assign state_SDRS = (cstate == SDRS);
	assign state_SIRS = (cstate == SIRS);
	assign state_CDR = (cstate == CDR);
	assign state_CIR = (cstate == CIR);
	assign state_SDR = (cstate == SDR);
	assign state_SIR = (cstate == SIR);
	assign state_E1DR = (cstate == E1DR);
	assign state_E1IR = (cstate == E1IR);
	assign state_PDR = (cstate == PDR);
	assign state_PIR = (cstate == PIR);
	assign state_E2DR = (cstate == E2DR);
	assign state_E2IR = (cstate == E2IR);
	assign state_UDR = (cstate == UDR);
	assign state_UIR = (cstate == UIR);
endmodule
[design/flow/run.sh]
#!/bin/bash
# OpenROAD 26Q1-2900-gdf79404cd8, Yosys 0.63+post, stock flow scripts
make -C /OpenROAD-flow-scripts/flow DESIGN_CONFIG=/design/flow/config.mk WORK_HOME=/design/flow/orfs finish
==> Implementation_results.wiki <==
=== Synthesis and place and route ===
{| class="wikitable"
! Metric !! Value
|-
| Clock slew seen by the registers of the worst setup and hold paths || 0.06 ns
|-
| Number of vias after detailed routing || 379
|-
| Final design area excluding fillers || 847.1 um2
|-
| Wire length per cell after detailed routing || 11.49 um
|-
| Initial antenna violation count || 0
|-
| Standard-cell rows || 24
|-
| CTS max path bufs || 2
|-
| Worst EP required || 1.60 ns
|-
| Dominant delay contributor by cell family on the critical path || flip-flops
|-
| Port Buffers || 18
|-
| Sequential share of the synthesized area || 0.7279
|-
| First drt pass iteration count || 4
|-
| Number of hold buffers added after CTS || 0
|-
| Pin count of the biggest net entering global routing || 17
|-
| Total inserted antenna cells || 0
|-
| Setup repair after global routing missed its margin || false
|-
| Buf+Inv Stages, Crit Path || 1
|-
| Met2 Usage GRT || 0.05463
|-
| Io pins || 19
|-
| Placed wire-length estimate || 1057 um
|-
| Distinct cell type count of the synthesized netlist || 14
|-
| Largest registers ranked by flip-flop count || state_register_inst.register: 16 flops
|-
| Final Wtd Congestion || 0.7260
|-
| Die extent in x || 87 um
|-
| Critical Path Max Stage Delay || 0.55 ns
|-
| Endpoint kind of the worst setup timing path || primary output
|-
| Worst Path Arrival || 1.27 ns
|-
| Max FFs per register || 16
|-
| Vias per std cell || 3.212
|-
| Sequential cell area || 401.6 um2
|-
| Peak supply drop || 0.0003668 V
|-
| Register with the most flip-flops || state_register_inst.register
|-
| Cells after Synth || 45
|-
| Post CTS Setup Buffer Count || 0
|-
| Final hold slack || 0.5209 ns
|-
| Worst setup path class || reg2out
|-
| Number of H-tree levels || 1
|-
| Transition at the pin with the smallest max-transition slack || 0.5899 ns
|-
| Die Footprint || 7569 um2
|-
| GRT met1 Usage || 0.04459
|-
| Count of max-cap constraint violations || 0
|-
| Count of filler cells inserted in the layout || 454
|-
| Detail Route Antenna Nets || 0
|-
| Post-placement cell area || 792.0 um2
|-
| Cts bufs inserted || 3
|-
| Leading cell types in the layout, fill and taps excluded || 18 x clkdlybuf4s50_1, 15 x dfrtp_1, 10 x nor2_1
|-
| Peak Freq || 599.6 MHz
|-
| Commonest non-fill, non-tap cell in the layout || clkdlybuf4s50_1
|-
| Clock Skews || 0.0005570 ns
|-
| Vias in the first global route || 405
|-
| Area of the placeable core || 4354 um2
|-
| Count of instantiated cells in the yosys netlist || 45
|-
| Total overflow reported by the global router || 0
|-
| Chip Height || 87 um
|-
| Ratio of cells with drive above 1 in the final layout || 0.09091
|-
| Critical Path Start Type || flop
|-
| Static power due to leakage || 0.3662 nW
|-
| Total area of multi-input combinational cells || 137.6 um2
|-
| Starting utilization of the core area || 0.1267
|-
| CP max stage cell || dfstp_2
|-
| Wire length of the first global-routing pass || 2090 um
|-
| Yosys chip area || 551.8 um2
|-
| TritonCTS Sinks || 16
|-
| Setup total negative slack || 0 ns
|-
| Tightest Hold Check Type || in2async
|-
| Worst max-slew margin expressed relative to the limit || 0.6063
|-
| Drt total wl || 1356 um
|-
| Resized cells post-CTS || 0
|-
| Average size of a mapped cell || 12.26 um2
|-
| PD cells || 853.4 nW/um2
|-
| Run status || finished clean
|-
| Root buffer cell || clkbuf_8
|-
| Total track usage || 0.03562
|-
| Largest fanout of any net on the critical path || 3
|-
| Clock tree from TritonCTS || built
|-
| Tool Warnings || 25
|-
| Final Critical Period || 1.668 ns
|-
| Final number of setup-violating endpoints || 0
|-
| Ys flops || 16
|-
| Routing layer with the top usage in global route || met2
|-
| Iter 0 DRT Violations || 28
|-
| Total number of yosys warnings || 2
|-
| Area growth from synthesis to final layout || 53.51%
|-
| Final Hold Vio Count || 0
|-
| Cell breakdown of the critical path || clkdlybuf4s50_1
|-
| Global-route met3 utilization || 0.02075
|-
| Core occupancy in the finished layout || 0.1945
|-
| DR DRC count || 0
|-
| Final max-slew violation count || 0
|-
| Final period utilization || 0.8339
|-
| Clk ins delay skew pair || 0.24 ns
|-
| Total standard cell area after synthesis || 551.8 um2
|}
==> routing by layer <==
layer | vias up | routed length [um] | part of all wire
met5 | - | 0 | 0
met4 | 0 | 0 | 0
met3 | 0 | 115 | 0.085
met2 | 14 | 598 | 0.44
met1 | 176 | 641 | 0.47
li1 | 189 | - | -
==> cells by family after synthesis <==
family | count (synthesis) | share of synthesized area
compound gates | 6 | 0.07028
simple gates | 20 | 0.1791
flops | 16 | 0.7279
buf+inv | 3 | 0.02267
==> stage by stage <==
stage	cells	total power, mW	worst slack [ns]
after global placement	114	0.4545	0.5595
after detailed placement	114	0.4559	0.4985
after floorplan	45	0.3971	0.9655
after global routing	118	0.7676	0.2932
final	118	0.7229	0.3322
after CTS	118	0.7349	0.3120
==> power breakdown <==
| part | internal (mW) | leakage, nW | switching, mW |
|---|---|---|---|
| Sequential | 0.345 | 0.218 | 0.0149 |
| Combinational | 0.0557 | 0.119 | 0.0330 |
| Clock | 0.174 | 0.0288 | 0.100 |
==> path summary, 6_finish.rpt <==
path	from	end	slack, ns	cells after the start
max in group asynchronous	TRST	state_register_inst.register[4]	1.09	2
min	TRST	state_register_inst.register[1]	0.52	2
max reg2reg	state_register_inst.register[8]	state_register_inst.register[8]	0.87	3
min in group clk0	state_register_inst.register[5]	state_register_inst.register[3]	0.52	1
max	state_register_inst.register[0]	state_TLR	0.33	1
min reg2reg	state_register_inst.register[5]	state_register_inst.register[3]	0.52	1
==> cell usage after synthesis <==
master	n	area, um2
o21ai_0	1	5.000
or3_4	1	11.26
nor2_1	10	37.54
nand2_1	2	7.510
dfstp_2	1	26.28
nor3_1	1	5.000
buf_2	1	5.000
o21a_1	3	22.52
nor2b_1	3	18.77
and2_1	3	18.77
inv_1	2	7.510
dfrtp_1	15	375.4
a21oi_1	1	5.000
a31oi_1	1	6.260
==> cell type report <==
type / instances / area share
Multi-Input combinational cell: 26 / 0.1625
Inverter: 2 / 0.008863
Tap cell: 52 / 0.07681
Clock buffer: 4 / 0.06499
Sequential cell: 16 / 0.4742
Timing Repair Buffer: 18 / 0.2127
Power figures rest on the tool's default switching activity, not on a simulated workload.
